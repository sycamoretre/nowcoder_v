--- design/flow/design.v ---
`timescale 1ns/1ns
module RAM_1port(
    input clk,
    input rst,
    input enb,   
    input [6:0]addr,
    input [3:0]w_data,
    output wire [3:0]r_data
);
    reg [3:0]myRAM[0:127];
    integer i;  
    always@(posedge clk or negedge rst)
        begin
            if(~rst) begin
              for(i=0;i<127;i=i+1) begin   
                    myRAM[i]<=0; 
                end
            end
          else if(enb) myRAM[addr]<=w_data;   
        end
  assign r_data = (~enb)?myRAM[addr]:4'd0;    
endmodule
--- design/flow/run.sh ---
#!/bin/bash
# OpenROAD 26Q1-2900-gdf79404cd8, Yosys 0.63+post, stock flow scripts
make -C /OpenROAD-flow-scripts/flow DESIGN_CONFIG=/design/flow/config.mk WORK_HOME=/design/flow/orfs finish
--- design/flow/config.mk ---
export PLATFORM = sky130hd
export DESIGN_NAME = RAM_1port
export DESIGN_NICKNAME = RAM_1port
export VERILOG_FILES = /design/flow/design.v
export SDC_FILE = /design/flow/constraint.sdc
export NUM_CORES = 4
export LEC_CHECK = 1
export CORE_UTILIZATION = 30
--- design/flow/constraint.sdc ---
current_design RAM_1port

set clk_period 10.4
set clk_io_pct 0.2

create_clock -name clk0 -period $clk_period [get_ports {clk}]

set non_clock_inputs [all_inputs -no_clocks]
set_input_delay [expr $clk_period * $clk_io_pct] -clock clk0 $non_clock_inputs
set_output_delay [expr $clk_period * $clk_io_pct] -clock clk0 [all_outputs]
==> flow_metrics.py <==
# Auto-generated metrics
metrics = {
    "run_status": {
        "status": "finished, final reports clean",
    },
    "clock_tree": {
        "post_cts_resized": 0,
        "post_cts_buffers": 0,
        "clkLatencyLatePin_ps": 620,
        "cts.path.max_buffers": 3,
        "cts_made_buffers": 56,
        "cts_hold_buf": 0,
        "htree_num_levels": 2,
        "cts_tree": "built",
        "cts.sinks": 512,
        "clockRootBuffer": "clkbuf_16",
        "clk_pin_slew_ps": 50,
    },
    "global_route": {
        "grt.overflow.total": 0,
        "antenna_found_initial": 7,
        "grt_max_degree": 124,
        "grt_util_all_layers": 0.2540,
        "grt_pass1_wl_um": 137100,
        "grt_pass1_vias": 17410,
    },
    "worst_setup_path": {
        "crit_type": "in2out",
        "worstPathCellList": "clkdlybuf4s50_1 -> buf_4 -> and4b_1 -> buf_4 -> a22oi_1 -> o22a_1 -> o21ai_0 -> nor3_1 -> and3_1 -> a311oi_1 -> clkdlybuf4s50_1",
        "crit_buf_inv": 4,
        "crit_slowest_cell": "and4b_1",
        "cp.depth": 11,
        "regToRegStartpoint": "myRAM[20][1]$_DFFE_PN0P_",
        "critPathTopFamily": "buffers and inverters",
        "critPathMaxStageDelay_ps": 840,
        "cp_max_fo": 30,
        "startpoint": "addr[0]",
        "worst_ep_required_time_ps": 8320,
        "ff2ff_path_depth": 1,
        "critPathLaunchType": "input pin",
        "critPathArrivalTime_ps": 6570,
        "endpoint_kind": "output port",
    },
    "finish": {
        "mostFrequentLayoutCell": "mux2_2",
        "syn_to_final_growth_pct": 13.68,
        "lay_top_cells": "mux2_2 (514), dfrtp_1 (508), a22oi_1 (125)",
        "regMostFlops": "myRAM",
        "largest_reg_flops": 512,
        "drive_gt1_frac": 0.3665,
        "fin_cells": 2951,
        "top_regs": "myRAM: 512 flops",
    },
    "place": {
        "place.gp.congestion": 1.025,
        "dp.cells": 2845,
        "io_buffers": 17,
        "dp_hpwl_um": 64470,
    },
    "sta": {
        "rsz0062_at_grt": "no",
        "period_used_share": 0.8316,
        "fmaxAchievable_mhz": 115.6,
        "slew_headroom": 0.3415,
        "setup_tns_ps": 0,
        "min_period_ps": 8648,
        "hold_viol": 0,
        "maxSlewViolCount": 0,
        "worst_pin_slew_ps": 984.9,
        "fin_skew_ps": 0,
        "finalSetupViolations": 0,
    },
    "drt": {
        "drt-total-wl_um": 96220,
        "via_per_inst": 5.861,
        "drc": 0,
        "dr.pass1.iters": 7,
        "num_vias": 17300,
        "wl_per_cell_um": 32.61,
        "ant_nets": 0,
        "drt_iter0_drc": 1502,
    },
    "hold_path": {
        "min_path_cells": 1,
        "min_path_type": "reg2reg",
        "hold_path_startpoint": "myRAM[59][3]$_DFFE_PN0P_",
    },
    "synth": {
        "synth.avg_cell_area_um2": 12.52,
        "ys_seq_frac": 0.5442,
        "syn_area_mm2": 0.02358,
        "synth_flops": 512,
        "ys.flop_type": "dfrtp_1",
        "yosysWarnings": 2,
        "async_flop_share": 0.9922,
        "ys_cells": 1884,
        "synth-edff-count": 4,
        "ys_area_mm2": 0.02358,
        "ys_types": 60,
        "syn-instance-count": 1884,
    },
    "pwr": {
        "power_density_mw_per_mm2": 175.6,
        "p_leak_nw": 11.96,
        "irDropWorstVdd_mv": 0.1576,
    },
    "floorplanning": {
        "pin_count": 18,
        "fp.coreArea_mm2": 0.07759,
        "die_w_um": 282.4,
        "die_y_um": 282.4,
        "dieArea_mm2": 0.07972,
        "rows": 102,
        "fp_util": 0.3039,
    },
    "run": {
        "warning_count": 28,
        "drv_cap": 0,
    },
}
## final timing paths
kind	endpoint	slack, ps
setup / recovery	r_data[2]	1750
hold / removal	myRAM[59][3]$_DFFE_PN0P_	500
setup reg to reg	myRAM[20][1]$_DFFE_PN0P_	9500
hold reg to reg	myRAM[59][3]$_DFFE_PN0P_	500
max in group asynchronous	myRAM[43][2]$_DFFE_PN0P_	6550
min in group asynchronous	myRAM[25][0]$_DFFE_PN0P_	1430
## routing by layer
metal	wire, um	GRT usage
met5	66	0
met4	4321	0.09051
met3	12240	0.1191
met2	41490	0.3570
met1	38110	0.3497
## cells in the mapped netlist (4+ instances only)
library cell  instances  share of area
a311oi_1              7         0.0026
mux2_2              514           0.25
a22o_1               14         0.0052
a222oi_1             16         0.0068
o22ai_1              39          0.010
nand4_1              22         0.0058
buf_6                 6         0.0029
a21oi_1              20         0.0042
edfxtp_1              4         0.0051
nor2_1               87          0.014
nand2_1              96          0.015
buf_4                 7         0.0022
dfrtp_1             508           0.54
buf_2                46         0.0098
and4b_1               4         0.0017
a221oi_1             11         0.0041
a22oi_1             125          0.040
and2_1                4         0.0011
nor2b_1              10         0.0027
and3_1               11         0.0029
o21ai_0              11         0.0023
or4_1                 5         0.0016
nor3_1                5         0.0011
a32oi_1               8         0.0030
nor4_1               14         0.0037
buf_1                13         0.0021
o211ai_1              8         0.0025
nand3_1             117          0.025
clkbuf_1             92          0.015
a31oi_1              13         0.0034
## layout make-up
type	count	area, um^2
Antenna cell	1	2.502
Clock buffer	81	1615
Clock inverter	24	289.0
Fill cell	7581	50790
Inverter	1	3.754
Multi-Input combinational cell	1207	10080
Sequential cell	512	12830
Tap cell	1040	1301
Timing Repair Buffer	85	683.2
## through the flow
stage          hold slack (ps)    util  total power [W]  area, um^2  setup slack, ps
6_report                 499.5  0.3454         0.004706       26800             1752
5_1_grt                  509.7  0.3454         0.004850       26800             1667
4_1_cts                  502.7  0.3454         0.004728       26800             1936
3_5_place_dp             488.6  0.3209         0.002677       24900             1967
3_3_place_gp             481.3  0.3209         0.002667       24900             1896
2_1_floorplan            470.0       -         0.002478       23580             4559
## report_power, final
part / leakage, nW / total [W] / internal [W] / switching (W)
Sequential: 6.95 / 0.00226 / 0.00215 / 0.000110
Clock: 0.931 / 0.00206 / 0.00121 / 0.000850
Combinational: 4.07 / 0.000388 / 0.000158 / 0.000229
Total: 12.0 / 0.00471 / 0.00352 / 0.00119
## kinds of logic (layout without fill, tap and decap cells)
family | after synthesis | in the layout | share of synthesized area
other | 0 | 1 | 0
AND-OR/OR-AND | 285 | 285 | 0.08952
multiplexers | 515 | 515 | 0.2459
flip-flops | 512 | 512 | 0.5442
buffers and inverters | 165 | 191 | 0.03173
AND/OR/NAND/NOR | 407 | 407 | 0.08862
Power and IR drop assume default switching activity.
