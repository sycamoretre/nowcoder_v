`flow/config.mk`:
```
export PLATFORM = sky130hd
export DESIGN_NAME = sfifo
export DESIGN_NICKNAME = sfifo
export VERILOG_FILES = /design/flow/design.v
export SDC_FILE = /design/flow/constraint.sdc
export NUM_CORES = 4
export LEC_CHECK = 1
export CORE_UTILIZATION = 30
```
`flow/constraint.sdc`:
```
current_design sfifo

set clk_period 2.7
set clk_io_pct 0.2

create_clock -name clk0 -period $clk_period [get_ports {clk}]

set non_clock_inputs [all_inputs -no_clocks]
set_input_delay [expr $clk_period * $clk_io_pct] -clock clk0 $non_clock_inputs
set_output_delay [expr $clk_period * $clk_io_pct] -clock clk0 [all_outputs]
```
`flow/design.v`:
```
`timescale 1ns/1ns
module dual_port_RAM #(parameter DEPTH = 16,
					   parameter WIDTH = 8)(
	 input wclk
	,input wenc
	,input [$clog2(DEPTH)-1:0] waddr  
	,input [WIDTH-1:0] wdata      	
	,input rclk
	,input renc
	,input [$clog2(DEPTH)-1:0] raddr  
	,output reg [WIDTH-1:0] rdata 		
);
reg [WIDTH-1:0] RAM_MEM [0:DEPTH-1];
always @(posedge wclk) begin
	if(wenc)
		RAM_MEM[waddr] <= wdata;
end 
always @(posedge rclk) begin
	if(renc)
		rdata <= RAM_MEM[raddr];
end 
endmodule  
module sfifo#(
	parameter	WIDTH = 8,
	parameter 	DEPTH = 16
)(
	input 					clk		, 
	input 					rst_n	,
	input 					winc	,
	input 			 		rinc	,
	input 		[WIDTH-1:0]	wdata	,
	output reg				wfull	,
	output reg				rempty	,
	output wire [WIDTH-1:0]	rdata
);
    reg [$clog2(DEPTH):0] waddr,raddr;
    reg [$clog2(DEPTH):0] cnt;
    always@(posedge clk or negedge rst_n)
        begin
            if(!rst_n) waddr<=0;
            else if(winc & !wfull) waddr<=waddr+1;
        end
    always@(posedge clk or negedge rst_n)
        begin
            if(!rst_n) raddr<=0;
            else if(rinc & !rempty) raddr<=raddr+1;
        end
    always@(*)
        begin
            if(waddr[$clog2(DEPTH)] == raddr[$clog2(DEPTH)])
                cnt = waddr - raddr;
            else
                cnt = DEPTH - raddr[$clog2(DEPTH)-1:0] + waddr[$clog2(DEPTH)-1:0];
        end
    always@(posedge clk or negedge rst_n)
        begin
            if(!rst_n) wfull<=0;
            else if(cnt==DEPTH) wfull<=1;
            else wfull<=0;
        end
    always@(posedge clk or negedge rst_n)
        begin
            if(!rst_n) rempty<=0;
            else if(cnt==0) rempty<=1;
            else rempty<=0;
        end
    dual_port_RAM #(
        .DEPTH(DEPTH),
        .WIDTH(WIDTH) )
    dual_port_RAM_1(
        .wclk (clk),  
        .wenc (winc & !wfull),  
        .waddr(waddr),  
        .wdata(wdata[$clog2(DEPTH)-1:0]),          
        .rclk (clk), 
        .renc (rinc & !rempty), 
        .raddr(raddr[$clog2(DEPTH)-1:0]),  
        .rdata(rdata)   
    );
endmodule
```
`flow/run.sh`:
```
#!/bin/bash
# OpenROAD 26Q1-2900-gdf79404cd8, Yosys 0.63+post, stock flow scripts
make -C /OpenROAD-flow-scripts/flow DESIGN_CONFIG=/design/flow/config.mk WORK_HOME=/design/flow/orfs finish
```
==> run notes <==
Notes on the flow outputs.

- The run finished with clean final reports.
- Static timing analysis puts the maximum clock frequency at between 400 and 500 MHz.
- The count of endpoints failing hold in the final timing report is 0.
- The number of I/O pins reads 22.
- The top logic cell by instance count in the layout is sky130_fd_sc_hd__edfxtp_1.
- The clock-pin slew reported for the worst setup and hold paths after clock tree synthesis reads around 0.06 ns.
- The post-route setup TNS is 0 ns.
- In this run the layout overhead on the synthesized area is reported as 17.0%.
- By startpoint and endpoint, the worst setup path is classified as flip-flop to flip-flop.
- The synthesis report gives the async set-or-reset register share as between 10% and 20%.
- The highest fanout seen on the critical path reads 4.
- Using the TritonRoute via totals, the vias-per-cell ratio works out to between 4 and 5.
- In the post-route report, total wirelength is listed as just over 6000 um.
- The kind of capture point of the worst setup path reads a flip-flop.
- The number of antenna violations at the first check in global routing reads 0.
- The post-detailed-route wirelength per cell reads 15.9 um.
- The clock sink count is roughly 80.
- The clock root buffer reads sky130_fd_sc_hd__clkbuf_16.
- The commonest register cell is sky130_fd_sc_hd__edfxtp_1.
- The critical path data required time is a little under 3 ns.
- The worst setup path is launched from a flip-flop.
- The H-tree generated during clock tree synthesis spans 3 levels.
- The fraction of the core area occupied by cells at floorplan reads a little under a third.
- The number of rows in the core area is 38.
- The count of final setup violators reads 0.
- Setup repair after global routing left no endpoint under its margin.
- The critical path goes through inv_1 -> ha_1 -> inv_1 -> fa_1 -> a21o_1 -> a21oi_1 -> xor2_1 -> a211oi_1.
- The timing report gives the biggest stage delay along the critical path as between 0.4 and 0.5 ns.
- The number of port buffers is 13.
- The register cell area after layout is 2340 um2.
- The floorplan step defined a die boundary enclosing approximately 12000 um2.
- The final-layout fill cell count is 1025.
- The die is approximately 110 um wide.
- The transition time of the tightest slew-check pin is roughly 0.62 ns.
- The overall via count from detail_route is approximately 1800.
- The synthesis report lists the Yosys warning total as 4.
- The type of the most critical hold path reads flip-flop to flip-flop.
- The number of register bits inferred by synthesis reads about 80.
- The worst max-slew margin expressed relative to the limit is between 50% and 60%.
- The post-route clock skew reads 0.00772 ns.
- TritonCTS built the clock tree.
- Yosys attributes the largest share of cell area to sky130_fd_sc_hd__edfxtp_1, sky130_fd_sc_hd__dfrtp_1, sky130_fd_sc_hd__mux4_1, sky130_fd_sc_hd__mux2i_1, sky130_fd_sc_hd__ha_1.
- Cells with a size suffix above 1 make up about an eighth of the layout.
- The placeable core region reads ~11000 um2.
- The minimum clock period after layout reads 2.08 ns.
- The stage-log warning count is 32.
- Routability-driven placement finished with a final weighted congestion of between 0.7 and 0.8.
- Ranking logic cells in the layout by count gives the top entries sky130_fd_sc_hd__edfxtp_1, sky130_fd_sc_hd__mux2i_1, sky130_fd_sc_hd__clkdlybuf4s50_1.
- Data arrives at the worst endpoint at between 2 and 2.5 ns.
- The average footprint of a synthesized cell reads around 16 um2.
- The global routing report lists combined usage of all routing layers as between 10% and 20%.
- The global-route wire length before repair reads approximately 9700 um.
- The count of max-cap constraint violations is 0.
- The leakage component of the power was reported as ~1.5 nW.
- The summed instance area of the synthesized netlist reads about 3500 um2.
- Per the post-synthesis report, the number of cells in the design is approximately 210.
- The most numerous cell on the critical path is sky130_fd_sc_hd__inv_1.
- The most area-hungry cell type in the Yosys netlist reads sky130_fd_sc_hd__edfxtp_1.
- The distinct cell type count of the synthesized netlist reads 36.
- STA shows the worst reg2reg path with a cell count of 8.
- The count of unresolved DRC violations after routing reads 0.
- The total power per unit cell area is 1110 nW/um2.
- The number of DRC markers after the initial detailed-route iteration is just over 70.
- The total clock buffers created by CTS reads 9.
- The number of nets with antenna violations after detailed routing reads 0.
- The number of instances on the worst hold path reads 1.
- The post-detailed-placement half-perimeter wirelength is ~4000 um.
- The logic area is 1000 um2.
- Looking at the post-CTS report, the setup buffer insertion count equals 0.
- The total cell area reported by yosys after synthesis is approximately 3500 um2.
- The post-synth count of flops with an enable pin is approximately 68.
- The cell with the largest stage delay on the worst path is sky130_fd_sc_hd__dfrtp_1.
- The number of max-slew violations in the final report is 0.
- The share of the synthesized area in the top cell type reads between 50% and 60%.
- The insertion delay at the late pin of the worst-skew pair is between 0.3 and 0.4 ns.
- Looking at the clock tree report, the maximum root-to-sink buffer count equals 2.
- The largest vdd supply drop reads approximately 0.37 mV.
- The first detailed-routing pass took 4 iterations.
- Dividing the final minimum period by the clock period gives just under 80%.
- The number of cells in Yosys stat reads between 200 and 250.
- The number of global-route vias before repair is between 1500 and 2000.
- The part of the Yosys area used for sequential elements is roughly two thirds.
- The maximum number of pins on one net before global-route repair reads 21.
- The global-route congestion overflow total reads 0.
- The hold buffer count at CTS is 0.
- Power comes to about 4.5 mW.
- The total inserted antenna cells is 0.
- The die is 110 um tall.
- The count of cells resized by post-cts repair reads 0.
routing by layer:
layer | vias to the layer above | share of wire, % | routed length, um | track usage [%]
li1 | 852 | - | - | -
met1 | 855 | 46 | 2760 | 16.7
met4 | 0 | 1.6 | 97 | 1.90
met3 | 11 | 8.1 | 488 | 5.98
met5 | - | 0 | 0 | 0
met2 | 57 | 45 | 2690 | 17.2
cell type report:
| class | count | area share, % |
|---|---|---|
| well taps | 140 | 4.31 |
| clock buffers | 9 | 5.54 |
| clock inverters | 7 | 2.68 |
| multi-input cells | 116 | 24.6 |
| repair buffers | 21 | 4.68 |
| inverters | 6 | 0.554 |
| flip-flops and latches | 80 | 57.6 |
where the power goes:
part | internal [mW] | switching (mW) | total, mW
sequential | 1.60 | 0.164 | 1.76
clock | 0.830 | 0.501 | 1.33
combinational | 0.672 | 0.743 | 1.42
total | 3.10 | 1.41 | 4.51
cell usage after synthesis (2+ instances only):
cell,number
sky130_fd_sc_hd__a211oi_1,2
sky130_fd_sc_hd__a221oi_1,8
sky130_fd_sc_hd__a22oi_1,4
sky130_fd_sc_hd__and2b_2,2
sky130_fd_sc_hd__buf_4,4
sky130_fd_sc_hd__buf_6,2
sky130_fd_sc_hd__clkbuf_1,3
sky130_fd_sc_hd__clkbuf_8,2
sky130_fd_sc_hd__dfrtp_1,12
sky130_fd_sc_hd__edfxtp_1,68
sky130_fd_sc_hd__ha_1,9
sky130_fd_sc_hd__inv_1,6
sky130_fd_sc_hd__mux2i_1,16
sky130_fd_sc_hd__mux4_1,8
sky130_fd_sc_hd__nand2_1,12
sky130_fd_sc_hd__nand2b_1,2
sky130_fd_sc_hd__nand4_1,2
sky130_fd_sc_hd__nor2_1,12
sky130_fd_sc_hd__nor2b_1,3
sky130_fd_sc_hd__nor3_1,4
sky130_fd_sc_hd__o21ai_0,7
sky130_fd_sc_hd__xnor2_1,9
sky130_fd_sc_hd__xor2_1,3
through the flow:
step / instance area (um2) / util [%] / setup slack, ns / std cells / hold slack (ns)
3_5_place_dp: 3730 / 33.7 / 0.468 / 363 / 0.487
5_1_grt: 4060 / 36.7 / 0.396 / 379 / 0.512
6_report: 4060 / 36.7 / 0.618 / 379 / 0.489
3_3_place_gp: 3730 / 33.7 / 0.487 / 363 / 0.481
4_1_cts: 4060 / 36.7 / 0.581 / 379 / 0.498
2_1_floorplan: 3490 / - / 0.787 / 216 / 0.244
critical path, delay by kind of cell, from the launching register on:
family | cells | cell delay (ns)
xor gates and xnor gates | 1 | 0.10
buffers and inverters | 2 | 0.21
adders and majority gates | 2 | 0.60
AOI/OAI and AO/OA | 3 | 0.65
DFF | 1 | 0.41
flip-flops by register name (all words and copies together) (netlist names):
register / count
wfull: 1
rempty: 1
dual_port_RAM_1.RAM_MEM: 64
dual_port_RAM_1.rdata: 4
raddr: 5
waddr: 5
cell families (layout without fill, tap and decap cells):
| logic type | after synthesis | count (layout) | share of synthesized area, % |
|---|---|---|---|
| buffers and inverters | 20 | 43 | 4.14 |
| other | 1 | 4 | 0.108 |
| multiplexers | 24 | 24 | 10.7 |
| AND-OR/OR-AND | 24 | 24 | 4.90 |
| XOR/XNOR | 12 | 12 | 3.03 |
| flip-flops | 80 | 80 | 67.4 |
| adder cells (fa/ha/maj) | 10 | 10 | 3.82 |
| AND/OR/NAND/NOR | 42 | 42 | 5.94 |
path summary, 6_finish.rpt:
path | start | slack, ns | end
setup / recovery | waddr[0] | 0.62 | wfull
hold / removal | waddr[4] | 0.49 | waddr[4]
setup reg to reg | waddr[0] | 0.62 | wfull
hold reg to reg | waddr[4] | 0.49 | waddr[4]
max in group asynchronous | rst_n | 1.79 | waddr[3]
min in group asynchronous | rst_n | 0.56 | wfull
Power figures rest on the tool's default switching activity, not on a simulated workload.
