### design/flow/config.mk
export PLATFORM = sky130hd
export DESIGN_NAME = sequence_detect
export DESIGN_NICKNAME = sequence_detect
export VERILOG_FILES = /design/flow/design.v
export SDC_FILE = /design/flow/constraint.sdc
export NUM_CORES = 4
export LEC_CHECK = 1
export CORE_AREA = 10 10 76 76
export DIE_AREA = 0 0 86 86
### design/flow/constraint.sdc
current_design sequence_detect

set clk_period 1.5
set clk_io_pct 0.2

create_clock -name clk0 -period $clk_period [get_ports {clk}]

set non_clock_inputs [all_inputs -no_clocks]
set_input_delay [expr $clk_period * $clk_io_pct] -clock clk0 $non_clock_inputs
set_output_delay [expr $clk_period * $clk_io_pct] -clock clk0 [all_outputs]
### design/flow/run.sh
#!/bin/bash
# OpenROAD 26Q1-2900-gdf79404cd8, Yosys 0.63+post, stock flow scripts
make -C /OpenROAD-flow-scripts/flow DESIGN_CONFIG=/design/flow/config.mk WORK_HOME=/design/flow/orfs finish
### design/flow/design.v
`timescale 1ns/1ns
module sequence_detect(
	input clk,
	input rst_n,
	input data,
	output reg match,
	output reg not_match
	);
    parameter S0=0,S1=1,S2=2,S3=3,S4=4,S5=5,F0=6,F1=7,F2=8,F3=9,F4=10,F5=11,IDLE=12;
    reg [3:0] state,next;
    always@(posedge clk or negedge rst_n)begin
        if(!rst_n) state<=IDLE;
        else       state<=next;
    end
    always@(*)begin
        case(state)
            IDLE:   next = data?F0:S0;
            S0:     next = data?S1:F1;
            S1:     next = data?S2:F2;
            S2:     next = data?S3:F3;
            S3:     next = data?F4:S4;
            S4:     next = data?F5:S5;
            S5:     next = data?F0:S0;
            F0:     next = F1;
            F1:     next = F2;
            F2:     next = F3;
            F3:     next = F4;
            F4:     next = F5;
            F5:     next = data?F0:S0;
            default:next = IDLE;
        endcase
    end
    always@(*)begin
        if(!rst_n) begin
            match     <=0;
            not_match <=0;
        end
        else begin
            match     <=(state==S5);
            not_match <=(state==F5);
        end
    end
endmodule
==> reports/results.txt <==
Status: finished clean
Number of flip-flops in the largest register: 13
Height of the die: 86 um
Placement Cell Area: 549.3 um^2
First-pass GRT wire length: 1.186 mm
Inserted Diodes: 0
Critical R2R Capture: state[6]$_DFF_PN0_
Layout overhead on the synthesized area: 37.61%
Core footprint: 4115 um^2
CTS tree: built
Pwr/cell area: 1199 nW/um^2
Placer Congestion: 0.6707
Initial DRT Pass Iterations: 4
Final instance area: 604.3 um^2
Final HPWL DP: 501.6 um
Seq pwr share: 53.3%
EDFF count, synth: 0
Commonest cells post-synth: dfrtp_1 (12), a21o_1 (3), and2_2 (3)
Max Clock Skew: 1.992 ps
Core Util, Final: 14.69%
I/O Pins: 5
Cell breakdown of the critical path: and2_1, dlygate4sd2_1
Worst Hold Class: in2async
Tally of OpenROAD warnings: 25
Fillers: 457
CTS Buffer Depth: 2
Setup violators final: 0
Tot Pwr: 0.7246 mW
H-tree depth: 1
RR Startpoint: state[9]$_DFF_PN0_
Pleak: 0.3025 nW
Mean post-synth cell area: 14.64 um^2
Worst reg2reg setup slack: 560 ps
Total number of vias: 235
Initial Util: 10.67%
GRT Total Usage: 1.936%
Site Rows: 23
Dpl cells: 85
Flop area: 326.6 um^2
Routed length per instance: 7.256 um
Internal power: 0.5889 mW
Largest regs: state: 13 flops
Latency at later pin: 230 ps
Grt ovf: 0
Worst reg2reg path depth: 3
Worst setup margin: 196.6 ps
Arrival time at the worst endpoint: 1000 ps
Post-synth regs: 13
CP Launch Type: flip-flop
Yosys stat area: 439.2 um^2
Cell family with most CP delay: flip-flops
Final ANT Viol Nets: 0
Largest net degree at the start of global routing: 14
Slew Limit Fails: 0
CP max FO: 2
Register area share after synthesis: 74.36%
Ys cells: 30
Clk root buf: clkbuf_8
Comb area: 111.4 um^2
Worst-path clk slew: 50 ps
Max-Cap Viols: 0
WS Path Type: reg2out
DRC violations left: 0
Fin cells: 90
Reg with most FFs: state
Synth async-reset ratio: 100.0%
Fmax: 767.2 MHz
Overall die width: 86 um
DP Worst Slack: -216.6 ps
Crit-path slowest cell: dfrtp_1
Max incr delay on CP: 370 ps
Minimum clock period: 1303 ps
Top cells by area: dfrtp_1 (68%), dfstp_2 (6.0%), a21o_1 (5.1%), and2_2 (5.1%), a21o_2 (4.0%)
Aggregate routed wire length: 653 um
Critical path buffer and inverter count: 1
Fin crit share: 86.89%
Cell type with the largest total area after synthesis: dfrtp_1
Crit. End Element: primary output
RSZ-0062 raised after global routing: false
Dominant cell area share: 68.38%
Final Hold Vio Count: 0
Sw Share: 18.73%
Full die area: 7396 um^2
Worst VDD drop: 0.2575 mV
Initial antenna violation count: 0
CTS Sinks: 13
Share of cells above drive strength 1: 37.50%
Cts bufs inserted: 3
Library cells used by synthesis: 11
Switching Power: 0.1357 mW
Synth Cell Area: 439.2 um^2
Comb pwr share: 6.3%
Post-CTS Hold Fix Bufs: 0
Gate Count Post-Synth: 30
Drt initial violations: 1
Most frequent cell after synthesis: dfrtp_1
DR vias/cell: 2.611
IO buf count: 4
Synth Flop Type: dfrtp_1
Vias in the first global route: 264
Clk network pwr share: 40.4%
Critical Path RT: 1200 ps
Synthesis Warnings: 1
[kinds of logic after synthesis]
kind of cell           count (synthesis)  synth area share (%)
flip-flops                            13                 74.36
AND/OR/NAND/NOR                       10                 14.81
AND-OR/OR-AND                          5                 9.117
buffers and inverters                  1                0.8539
other                                  1                0.8539
[power groups by stage]
stage / sequential [mW] / combinational (mW) / clock, mW
after CTS: 0.386 / 0.0468 / 0.304
after global routing: 0.389 / 0.0519 / 0.323
final: 0.386 / 0.0458 / 0.293
[cell usage in the layout, fill, tap and decap left out]
cell,instances
conb_1,1
and2_4,1
clkbuf_8,3
dlymetal6s2s_1,1
a21o_2,2
dfstp_2,1
clkdlybuf4s50_1,1
and2_2,3
and2b_2,2
and2_1,1
dlygate4sd2_1,2
inv_2,1
dfrtp_1,12
nor3_1,1
clkbuf_1,1
a21o_1,3
nor2_1,2
buf_4,2
[per-layer routing]
layer / up-vias / routed length (um) / part of all wire [%] / global-route usage (%)
li1: 113 / - / - / -
met1: 117 / 321 / 49 / 2.610
met2: 3 / 288 / 44 / 2.502
met3: 2 / 35 / 5.4 / 0.9533
met4: 0 / 8 / 1.2 / 0.8982
met5: - / 0 / 0 / 0
[worst max-delay path by stage]
| stage | slack [ps] | start | depth (start not counted) | endpoint |
|---|---|---|---|---|
| 5_1_grt | 140 | state[11]$_DFF_PN0_ | 2 | not_match |
| 6_report | 200 | state[11]$_DFF_PN0_ | 2 | not_match |
| 4_1_cts | 10 | state[9]$_DFF_PN0_ | 2 | match |
[final cells by class]
class	count	area share, %
sequential	13	54.04
multi-input combinational	16	18.43
tap	50	10.35
timing repair buffer	6	9.110
clock buffer	4	7.453
inverter	1	0.6211
[per-stage QoR]
stage,setup TNS [ps],hold slack (ps)
after floorplan,0,4.409
after global placement,-429.1,412.6
after detailed placement,-431.7,417.0
after CTS,0,153.6
after global routing,0,179.6
final,0,155.9
[repair_timing]
item                                    CTS  global route
gates resized                             2             2
cloned                                    0             0
buffers inserted                          0             1
endpoints found under the setup margin    2             1
pin swaps                                 1             0
Power and IR drop assume default switching activity.
